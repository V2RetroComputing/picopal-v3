--- flow/config.mk ---
export PLATFORM = sky130hd
export DESIGN_NAME = top
export DESIGN_NICKNAME = top
export VERILOG_FILES = /design/flow/design.v
export SDC_FILE = /design/flow/constraint.sdc
export NUM_CORES = 4
export LEC_CHECK = 1
export CORE_AREA = 10 10 86 86
export DIE_AREA = 0 0 96 96
--- flow/constraint.sdc ---
current_design top

set clk_period 1.6
set clk_io_pct 0.2

create_clock -name clk0 -period $clk_period [get_ports {Q3}]
create_clock -name clk1 -period $clk_period [get_ports {nDATAOE}]
create_clock -name clk2 -period $clk_period [get_ports {nLSBOE}]
create_clock -name clk3 -period $clk_period [get_ports {nMSBOE}]

set non_clock_inputs [all_inputs -no_clocks]
set_input_delay [expr $clk_period * $clk_io_pct] -clock clk0 $non_clock_inputs
set_output_delay [expr $clk_period * $clk_io_pct] -clock clk0 [all_outputs]
--- flow/design.v ---
`timescale 1ns / 1ps
module top(
    input nLIRQ,
    input nMSBOE,
    input nLSBOE,
    input nDATAOE,
    input nDATADIR,
    output LRW,
    output nLSEL,
    input [7:0] LD,
    input nIOSEL,
    input nDEVSEL,
    input nIOSTROBE,
    input PHI0,
    input nM2SEL,
    input M2B0,
    input Q3,
    input M7Hz,
    input nWR,
    input nSYSRESET,
    output nIRQ,
    input INTIN,
    output INTOUT,
    input GS,
    input [3:0] E,
    output QP0
    );
reg [15:0] BUSADDR;
reg C8WINDOW;
reg C8WINDOWEXP;
reg M2B0LATCHED;
wire C8WINDOWSEL;
wire C1OVERLAY;
wire C2OVERLAY;
wire C4OVERLAY;
wire C5OVERLAY;
assign INTOUT = INTIN & nLIRQ;
assign nIRQ = !INTIN | nLIRQ;
assign QP0 = PHI0 & (GS | !nM2SEL);
assign C8WINDOWSEL = QP0 & C8WINDOW & !nIOSTROBE;
assign C1OVERLAY = QP0 & E[0] & (BUSADDR[15:8] == 'hC1);
assign C2OVERLAY = QP0 & E[1] & (BUSADDR[15:8] == 'hC2);
assign C4OVERLAY = QP0 & E[2] & (BUSADDR[15:8] == 'hC4);
assign C5OVERLAY = QP0 & E[3] & (BUSADDR[15:8] == 'hC5);
assign nLSEL = !M2B0LATCHED & !C1OVERLAY & !C2OVERLAY & !C4OVERLAY & !C5OVERLAY & nIOSEL & nDEVSEL & !C8WINDOWSEL;
assign LRW = nWR & !(BUSADDR[15:12] == 'hC);
initial begin
    C8WINDOW <= 'b0;
    C8WINDOWEXP <= 'b0;
end
always @ (posedge nMSBOE)
begin
    BUSADDR[15:8] = LD[7:0];
end
always @ (posedge nLSBOE)
begin
    BUSADDR[7:0] = LD[7:0];
end
always @ (negedge Q3)
begin
    if(!PHI0) begin
        M2B0LATCHED <= M2B0;
    end
end
always @ (posedge nDATAOE or negedge nSYSRESET)
begin
    if(!nSYSRESET) begin
        C8WINDOW <= 'b0;
        C8WINDOWEXP <= 'b0;
    end else
    if(!nIOSEL | C1OVERLAY | C2OVERLAY | C4OVERLAY | C5OVERLAY) begin
        C8WINDOW <= 'b1;
    end else
    if(C8WINDOWEXP) begin
        C8WINDOW <= 'b0;
        C8WINDOWEXP <= 'b0;
    end else
    if(BUSADDR[15:0] == 'hCFFF) begin
        C8WINDOWEXP <= 'b1;
    end
end
endmodule
--- flow/run.sh ---
#!/bin/bash
# OpenROAD 26Q1-2900-gdf79404cd8, Yosys 0.63+post, stock flow scripts
make -C /OpenROAD-flow-scripts/flow DESIGN_CONFIG=/design/flow/config.mk WORK_HOME=/design/flow/orfs finish
==> results.ini <==
[die]
fp_util_pct=10.5
dieWidth_um=96
core_area_um2=5540
io_pins=34
rows=27
die_y_um=96
die_area_um2=9220

[sta]
clock_skew_ps=3.12
setup-tns-final_ps=-320
whs_ps=276
tightestPinTransition_ps=308
maxSlewHeadroom_pct=79.5
fin_ws_ps=-320
finalHoldViolations=0
grt_setup_unrepaired=true
drv_slew=0
setup_violations=1

[yosys]
fa_ha_area_share_pct=0
ff_type=dfxtp_1
ys.flops=19
yosysWarnings=1
netlist_logic_family_top=simple AND/OR/NAND/NOR gates
edf_count=1
ys_types=23
synth.area.mux_share_pct=1.72
ys_sh_aoi_pct=7.54
synthArstFlopShare_pct=10.5
yosysCellCount=45
ys_sh_simple_pct=19.2
netlist_instances=45
synth.area.top_cells=dfxtp_1 55%, dfrtp_1 8.6%, edfxtp_1 5.2%
syn_area_um2=581
postSynthSeqShare_pct=69.0
synth_top_area_share_pct=55.2
synth-xor-area-share_pct=0
top_area_cell=dfxtp_1
yosys_area_um2=581
avgSynthCellArea_um2=12.9

[global_route]
grt_pass1_wl_um=2750
grt_max_degree=5
antenna_found_initial=0
overflow=0
grtUsageTotal_pct=3.98
grt_pass1_vias=598

[cts]
cts_tree=built
path_clk_slew_ps=40

[worst_setup_path]
path_class=reg -> out
r2r_cells=7
cp.required_ps=1280
crit_slowest_cell=dfxtp_2
cpPeakStageDelay_ps=340
path_buffers=1
worst-r2r-setup-slack_ps=0
reg2reg_from=BUSADDR[8]$_DFF_P_
end_kind=output pin
path_cells=mux2i_2 -> nor3b_2 -> a311oi_2 -> o31ai_4 -> nor4b_2 -> buf_2
r2r_end=C8WINDOW$_DFFE_PN0P_
arrival_ps=1600
worstSetupStartpointType=register
crit_family=AND-OR/OR-AND gates
critPathMaxFanout=2

[pwr]
p_comb_share_pct=8.8
power_density_nw_per_um2=1080
seq_power_share_pct=39.8
power.switching_mw=0.228
power.share.switching_pct=17.5
p_clk_share_pct=51.4
p_leak_nw=0.488
vdd_drop_max_uv=252
p_total_mw=1.30
internal_power_mw=1.08

[route]
vias_per_cell=3.07
wl_per_cell_um=10.7
drtIter0Drc=5
via_count=501
antenna_cells=0
dr.pass1.iters=2
ant_nets=0
drcViolationCount=0
finalWirelength_um=1740

[finish]
nFillCells=604
logic_area_um2=229
flop_area_um2=402
drive_gt1_share_pct=40.7
area_delta_synth_final_pct=108

[placement]
gp_congestion=0.760
post-dp-hpwl_um=1430
io_buffers=28

[outcome]
violations=negative setup slack
run_status=finished, violations left

[min_path]
hold_path.class=in -> async

[job]
max_cap_viol_count=0
tool_warnings=33

layer usage:
layer  vias up  share of wire [%]  global-route usage (%)
met5         -                  0                       0
met4         0                4.5                    1.84
met3        11                 16                    3.54
met2        26                 43                    5.89
met1       210                 36                    3.79
li1        254                  -                       -
cell usage after synthesis, drive strengths merged (2+ instances only):
master   n
inv      4
dfrtp    2
nand4    3
dfxtp   16
nand2    2
state kept, by name, summed over array words and instances, names as in the netlist:
register     flops
C8WINDOW         1
BUSADDR         16
M2B0LATCHED      1
C8WINDOWEXP      1
cells by family (layout without fill, tap and decap cells):
| group | after synthesis | count (layout) |
|---|---|---|
| multiplexers | 1 | 1 |
| AND-OR/OR-AND | 5 | 5 |
| buffers and inverters | 4 | 50 |
| AND/OR/NAND/NOR | 16 | 16 |
| flip-flops | 19 | 19 |
final cells by class:
type,count,area share [%]
clock buffers,9,10.3
clock inverters,1,0.312
inverters,3,1.14
multi-input cells,22,19.0
flip-flops and latches,19,33.3
well taps,72,7.48
repair buffers,37,28.5
worst max path at each step:
stage | end | from | slack, ps | cells after the start
4_1_cts | nLSEL | BUSADDR[8]$_DFF_P_ | -430 | 6
5_1_grt | nLSEL | BUSADDR[8]$_DFF_P_ | -380 | 6
6_report | nLSEL | BUSADDR[8]$_DFF_P_ | -320 | 6
power by group through the flow:
stage | logic, mW | registers (mW) | clock network (mW)
global route | 0.126 | 0.522 | 0.723
CTS | 0.109 | 0.518 | 0.695
finish | 0.115 | 0.519 | 0.670
worst reg2reg max path, delay by kind of cell (launching register included):
family / cells / cell delay (ps)
AND-OR/OR-AND: 3 / 570
AND/OR/NAND/NOR: 1 / 70
multiplexers: 1 / 230
flip-flops: 1 / 340
buffers and inverters: 2 / 240
cells in the final DEF, fill, tap and decap left out, types with 2 or more instances in the layout:
cell type | netlist | final
dlygate4sd2_1 | 0 | 7
buf_6 | 0 | 5
inv_1 | 4 | 2
clkbuf_8 | 0 | 9
buf_2 | 0 | 2
clkdlybuf4s50_1 | 0 | 16
nand4_1 | 3 | 3
dfrtp_1 | 2 | 2
dfxtp_1 | 16 | 15
buf_4 | 0 | 5
per-stage QoR:
step / setup WS (ps) / util, % / instances / cell area (um^2)
detailed placement: -788 / 18.1 / 152 / 1000
finish: -320 / 21.7 / 163 / 1200
floorplan: -67.8 / - / 45 / 581
global placement: -786 / 18.1 / 152 / 1000
global route: -378 / 21.7 / 163 / 1200
CTS: -426 / 21.0 / 161 / 1170
timing repair:
item                       in CTS  in global routing
hold buffers                    0                  0
buffers inserted                0                  2
setup endpoints to repair       8                  3
pin swaps                       5                  6
resized                        33                  9
Power figures rest on the tool's default switching activity, not on a simulated workload.
